**flow/design.v**
```verilog
module pux_si 
#(  
  parameter OPCW     = 8,
  parameter DATAW    = 16,
  parameter STATUSW  = 2,
  parameter OPFIFOW  = 3     
)(
  input            axis_clk,   
  input            axis_rstn,  
  input [OPCW-1:0] axis_opcode_data, 
  input            axis_opcode_valid,
  output           axis_opcode_ready,
  input [DATAW-1:0] axis_abuff_data, 
  input             axis_abuff_valid,
  output            axis_abuff_ready,
  input [DATAW-1:0] axis_bbuff_data, 
  input             axis_bbuff_valid,
  output            axis_bbuff_ready,
  input [DATAW-1:0] axis_mbuff_data, 
  input             axis_mbuff_valid,
  output            axis_mbuff_ready,  
  input                axis_status_ready,
  output [STATUSW-1:0] axis_status_data, 
  output               axis_status_valid,    
  output stream_reqest   
);
 reg  [OPFIFOW:0] opcwptr_r;
 reg  [OPFIFOW:0] opcrptr_r;
 wire             opcempty_w;
 wire             opcfull_w;
 wire             opcrd_w;
 wire             opcwr_w;
 wire [OPCW-1:0] opcode_w;
 wire            opcode_valid_w;
 localparam REGFILEW = OPCW*(1<<OPFIFOW)-1;
 integer             rwrd;
 integer             rbit;  
 reg  [REGFILEW-1:0] opcregs_r;
 reg  [OPCW-1:0]     opcrego_r;
 wire [OPCW-1:0]     opcrego_w;
 wire               status_valid_w;
 reg                status_valid_r;
 wire [STATUSW-1:0] status_w;
 reg  [STATUSW-1:0] status_r;
always @(posedge axis_clk or negedge axis_rstn)
begin : OPCODE_FETCH_BLOCK
  if (!axis_rstn) begin
    opcwptr_r<= {OPFIFOW{1'b0}};
    opcrptr_r<= {OPFIFOW{1'b0}};
  end else begin  
    if (opcwr_w) opcwptr_r<= opcwptr_r + 'd1;
    if (opcrd_w) opcrptr_r<= opcrptr_r + 'd1;
  end
end
always @(posedge axis_clk or negedge axis_rstn)
begin : OPCODE_REGISTER_FILE
  if (!axis_rstn) begin
    opcregs_r<= {OPFIFOW {1'b0}};
  end else if (opcwr_w) begin
    for (rwrd=0; rwrd<(1<<OPCW); rwrd= rwrd + 1)
      if (rwrd[OPFIFOW-1:0] == opcwptr_r[OPFIFOW-1:0])
        for (rbit=0; rbit<OPCW-1; rbit= rbit + 1)                
          opcregs_r[rbit+rwrd*OPCW]<= axis_opcode_data[rbit];  
  end
end
always @(*)
begin : OPCODE_REGISTER_FILE_DEMUX
  for (rwrd=0; rwrd<(1<<OPFIFOW); rwrd=rwrd+1)
    if (rwrd == opcrptr_r[OPFIFOW-1:0])
      for (rbit=0; rbit<OPCW; rbit=rbit+1)
        opcrego_r[rbit]<= opcregs_r[rbit+rwrd*OPCW];  
end
assign c= opcrego_r;
assign opcempty_w = 
  (opcwptr_r == opcrptr_r);
assign opcfull_w  = 
  (opcwptr_r[OPFIFOW] != opcrptr_r[OPFIFOW] && opcwptr_r[OPFIFOW-1:0] == opcrptr_r[OPFIFOW-1:0]); 
assign opcwr_w = (!opcfull_w && axis_opcode_valid);
assign opcrd_w = (status_valid_r && axis_status_ready);
assign axis_opcode_ready = (!opcfull_w); 
always @(posedge axis_clk or negedge axis_rstn)
begin: STATUS_DONE
  if (!axis_rstn) begin
    status_r <= {STATUSW {1'b0}};
    status_valid_r <= 1'b0;
  end else begin  
    if (!status_valid_r)
      status_r <= status_w; 
    if (axis_status_ready && status_valid_r)
      status_valid_r<= 1'b0;
    else if (status_valid_w)
      status_valid_r <= 1'b1; 
  end 
end
  assign status_valid_w = (!opcempty_w);
  assign status_w = 
    (opcrego_w == 'd2)  ? 'd2 :
    (opcrego_w == 'd17) ? 'd1 :
                          'd0;
  assign axis_status_data= status_valid_r;
  assign axis_status_valid = status_valid_r;
endmodule
```
**flow/run.sh**
```bash
#!/bin/bash
# OpenROAD 26Q1-2900-gdf79404cd8, Yosys 0.63+post, stock flow scripts
make -C /OpenROAD-flow-scripts/flow DESIGN_CONFIG=/design/flow/config.mk WORK_HOME=/design/flow/orfs finish
```
**flow/config.mk**
```make
export PLATFORM = sky130hd
export DESIGN_NAME = pux_si
export DESIGN_NICKNAME = pux_si
export VERILOG_FILES = /design/flow/design.v
export SDC_FILE = /design/flow/constraint.sdc
export NUM_CORES = 4
export LEC_CHECK = 1
export CORE_AREA = 10 10 73 73
export DIE_AREA = 0 0 83 83
```
**flow/constraint.sdc**
```tcl
current_design pux_si

set clk_period 2.7
set clk_io_pct 0.2

create_clock -name clk0 -period $clk_period [get_ports {axis_clk}]

set non_clock_inputs [all_inputs -no_clocks]
set_input_delay [expr $clk_period * $clk_io_pct] -clock clk0 $non_clock_inputs
set_output_delay [expr $clk_period * $clk_io_pct] -clock clk0 [all_outputs]
```
==> run_results.csv <==
group,metric,value,unit
timing,final_period_minus_worst_setup_slack,2.43,ns
worst_setup_path,criticalPathCategory,"reg2out",
route,final_wirelength,956,um
floorplanning,placementRows,22,
timing,total_negative_setup_slacks,0,ns
worst_setup_path,critPathCaptureType,"output port",
global_route,grt_first_pass_wirelength,1620,um
route,drc,0,
timing,hold_viol_final,0,
yosys,yosysUniqueCellTypes,22,
clocking,post_cts_hold_buffer_count,0,
global_route,maximum_number_of_pins_on_one_net_before_global_route_repair,10,
placed_design,io_buffer_count,6,
worst_setup_path,cpPeakStageDelay,0.44,ns
floorplanning,overall_die_area,6890,um^2
worst_setup_path,cp_cell_sequence,"xor2_1, or3_1, nand2b_1, clkdlybuf4s50_1",
worst_setup_path,timing.critical_path.arrival,1.89,ns
floorplanning,pin_count,71,
yosys,ys_ff,9,
power,post-layout-total-power,0.000782,W
timing,setup_violations,0,
yosys,syn-instance-count,46,
timing,min_period_over_period,89.9,%
run,drv.max_cap_violation_count,0,
route,top_layer_used,"met3",
placed_design,place.gp.congestion,0.733,
route,num_vias,345,
clocking,total_number_of_h_tree_levels,1,
power,power.leakage,0.269,nW
worst_setup_path,worst_path_max_delay_cell,"sky130_fd_sc_hd__dfrtp_1",
route,met1_length,399,um
floorplanning,die_y_extent,83,um
yosys,syn-cell-area,534,um^2
yosys,synth-warning-count,3479,
hold_path,worst_hold_path_class,"reg2reg",
global_route,vias_in_the_first_global_route,375,
finish,layout.cells.most_common_list,"sky130_fd_sc_hd__dfrtp_1, sky130_fd_sc_hd__clkdlybuf4s50_1, sky130_fd_sc_hd__xor2_1, sky130_fd_sc_hd__xnor2_1, sky130_fd_sc_hd__conb_1",
finish,syn2layout_area_growth,25.3,%
finish,lay_top_count,"sky130_fd_sc_hd__dfrtp_1",
clocking,cts_bufs_inserted,3,
route,detailroute.wirelength.met2,478,um
yosys,synth-seq-area-share,42.2,%
clocking,clockRootBuffer,"sky130_fd_sc_hd__clkbuf_8",
finish,final_core_util,17.9,%
clocking,clock_insertion_delay_worst_skew,0.23,ns
route,dr_wl_met3,78,um
yosys,post-synth-top-area-fraction,42.2,%
route,drt_first_pass_iters,2,
run_status,outcome,"finished, final reports clean",
clocking,post_cts.resized_instances,0,
timing,fin_worst_skew,0.00360,ns
finish,filler_cell_count,428,
finish,drive_gt1_share,11.1,%
power,ir_worst_vdd,0.223,mV
route,detail_route.antenna_diodes,0,
route,routedWlPerCell,9.37,um
worst_setup_path,ff2ff_path_depth,3,
route,drt_first_iter_violations,18,
floorplanning,die_width,83,um
timing,slew_violations,0,
clocking,clk_pin_slew,0.04,ns
route,post_drt_via_cell_ratio,3.38,
clocking,cts_tree,"done",
clocking,ctsLongestPathBuffers,2,
yosys,topCellsByArea,"sky130_fd_sc_hd__dfrtp_1, sky130_fd_sc_hd__buf_4, sky130_fd_sc_hd__xnor2_1",
route,postRouteAntennaNets,0,
clocking,cts_sinks,9,
yosys,avg_inst_size_synth,11.6,um^2
yosys,yosys-stat-cells,46,
run,tool_warnings,84,
floorplanning,core_density_at_floorplan,14.3,%
worst_setup_path,worst_path_fanout_max,5,
placed_design,detailedPlacementHpwl,792,um
worst_setup_path,cp.required,2.16,ns
floorplanning,core-area,3740,um^2
global_route,gr-usage-all-layers,2.74,%
clocking,post-cts-setup-buffer-count,0,
global_route,antenna_found_initial,0,
yosys,yosys-stat-area,534,um^2
hold_path,min_path_cells,1,
global_route,grt.overflow.total,0,
timing,grt_setup_unrepaired,"no",
worst_setup_path,startpoint_type,"flip-flop",
power,pwr_density_cell,1170,nW/um^2
timing,timing.fmax,412,MHz
yosys,synth.largest_area_cell,"sky130_fd_sc_hd__dfrtp_1",
worst paths after layout:
check                             start           endpoint  slack, ns
setup / recovery           opcwptr_r[0]  axis_opcode_ready       0.27
min in group asynchronous     axis_rstn       opcrptr_r[3]       0.60
setup reg to reg           opcwptr_r[0]       opcwptr_r[1]       1.14
max in group asynchronous     axis_rstn       opcwptr_r[2]       1.82
hold reg to reg            opcrptr_r[2]       opcrptr_r[2]       0.52
hold / removal             opcrptr_r[2]       opcrptr_r[2]       0.52
per-layer routing:
metal / GRT usage (%) / vias to the layer above
met5: 0 / -
li1: - / 168
met2: 4.68 / 7
met1: 2.78 / 170
met4: 0.154 / 0
met3: 1.97 / 0
critical path, delay by kind of cell, from the launching register on:
family | cells | cell delay [ns]
xor+xnor | 1 | 0.24
simple gates | 2 | 0.58
flops | 1 | 0.44
buf+inv | 1 | 0.40
final cells by class:
class | instances | area [um^2] | area share (%)
Multi-Input combinational cell | 34 | 275 | 41.1
Sequential cell | 9 | 225 | 33.6
Timing Repair Buffer | 6 | 60.1 | 8.97
Tap cell | 48 | 60.1 | 8.97
Clock buffer | 4 | 45.0 | 6.73
Inverter | 1 | 3.75 | 0.561
power breakdown:
group / leakage, nW / switching (W) / total [W] / internal (W)
clock: 0.0228 / 0.0000475 / 0.000150 / 0.000102
combinational: 0.141 / 0.000161 / 0.000333 / 0.000172
sequential: 0.105 / 0.0000940 / 0.000299 / 0.000205
metrics by stage:
step / worst slack, ns / instances / hold slack [ns] / cell area, um^2
finish: 0.274 / 102 / 0.525 / 669
global route: 0.194 / 102 / 0.546 / 669
CTS: 0.261 / 102 / 0.529 / 669
detailed placement: 0.506 / 98 / 0.518 / 624
global placement: 0.534 / 98 / 0.515 / 624
floorplan: 1.03 / 50 / 0.244 / 549
sequential cells by signal, indices dropped and copies added (netlist names):
signal          cells
status_valid_r      1
opcwptr_r           4
opcrptr_r           4
Yosys cell counts, drive strengths merged:
master / n
dfrtp: 9
buf: 6
xnor2: 5
xor2: 5
ha: 2
mux2: 2
nand2: 2
nand3: 2
o311ai: 2
o41ai: 2
and2: 1
and4: 1
conb: 1
inv: 1
nand2b: 1
nand4: 1
nor2: 1
o31a: 1
or3: 1
logic make-up after synthesis:
logic type | after synthesis | share of synthesized area (%)
AOI/OAI and AO/OA | 5 | 11.7
xor gates and xnor gates | 10 | 16.4
adders and majority gates | 2 | 4.68
buffers and inverters | 7 | 9.13
DFF | 9 | 42.2
muxes | 2 | 4.92
other | 1 | 0.702
and+or+nand+nor | 10 | 10.3
Power figures rest on the tool's default switching activity, not on a simulated workload.
